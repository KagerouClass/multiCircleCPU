`flow/constraint.sdc`:
```
current_design register_file

set clk_period 6.3
set clk_io_pct 0.2

create_clock -name clk0 -period $clk_period [get_ports {clk}]

set non_clock_inputs [all_inputs -no_clocks]
set_input_delay [expr $clk_period * $clk_io_pct] -clock clk0 $non_clock_inputs
set_output_delay [expr $clk_period * $clk_io_pct] -clock clk0 [all_outputs]
```
`flow/run.sh`:
```
#!/bin/bash
# OpenROAD 26Q1-2900-gdf79404cd8, Yosys 0.63+post, stock flow scripts
make -C /OpenROAD-flow-scripts/flow DESIGN_CONFIG=/design/flow/config.mk WORK_HOME=/design/flow/orfs finish
```
`flow/design.v`:
```
`timescale 1ns / 1ps
module register_file(clk,rst,reg_R_addr_A,
reg_R_addr_B,reg_R_addr_C,reg_W_addr,
wdata,reg_we,
rdata_A,rdata_B,rdata_C
    );
input clk,rst,reg_we;
input [4:0] reg_R_addr_A,reg_R_addr_B,reg_R_addr_C,reg_W_addr;
input [31:0] wdata;
output [31:0] rdata_A,rdata_B,rdata_C;
reg [31:0] register [1:31];
integer i;
assign rdata_A = (reg_R_addr_A==0)?0:register[reg_R_addr_A];
assign rdata_B = (reg_R_addr_B==0)?0:register[reg_R_addr_B];
assign rdata_C = (reg_R_addr_C==0)?0:register[reg_R_addr_C];
always @(posedge clk or posedge rst) begin
 if (rst==1) begin
	for (i=1;i<32;i=i+1)
	register[i]<=0;
 end 
 else begin
	if ((reg_W_addr!=0)&&(reg_we==1))
		register[reg_W_addr]<=wdata;
	end
	end
endmodule
```
`flow/config.mk`:
```
export PLATFORM = sky130hd
export DESIGN_NAME = register_file
export DESIGN_NICKNAME = register_file
export VERILOG_FILES = /design/flow/design.v
export SDC_FILE = /design/flow/constraint.sdc
export NUM_CORES = 4
export LEC_CHECK = 1
export CORE_UTILIZATION = 40
```
==> flow_summary.ini <==
; generated from flow reports
[clock_network]
cts.clk_slew.worst_paths_ns = 0.06
cts-root-buf = clkbuf_16
clk_latency_ns = 0.77
cts_num_sinks = 992
cts_hold_buf = 0
postCtsSetupRepairBufs = 0
cts_tree = built
cts-resized-gates = 0
numCtsBuffers = 113
cts_buffer_depth = 3
cts.htree.levels = 3

[placement]
pre_cts_ws_ns = 0.200
placed_cells = 7922
portBuffers = 150
dpl.hpwl_um = 295000
finalWeightedCongestion = 1.14

[floorplanning]
coreArea_um2 = 148000
pin_count = 151
die_area_um2 = 150000
fp_util_pct = 40.3
die_height_um = 388
die_w_um = 388
rows = 141

[worst_setup_path]
required_ns = 5.04
start_kind = primary input
end_kind = output port
crit_type = primary input to output port
critical_path.max_fanout = 11
crit_arrival_ns = 5.16

[routing]
vias = 67700
drt_wl_total_um = 451000
wl_per_cell_um = 54.8
dr.first_iter.drc_count = 11200
remaining_drc_errors = 0
firstDrtPassIters = 10
drtAntennaViolNets = 1
vias_per_cell = 8.23

[final_timing]
finalClockPeriodUsage_pct = 102
worst_slack_ns = -0.123
skew_ns = 0
period_minus_slack_ns = 6.42
worst_pin_slew_ns = 1.27
slew_viol_final = 0
rsz0062_at_grt = false
slew_headroom_pct = 15.3
max_freq_ghz = 0.156
tns_ns = -0.123
setup_viol = 1
hold_viol = 0

[layout]
largest_register_ffs = 992
drive_gt1_share_pct = 29.9
reg_top3 = register: 992 flops
regMostFlops = register
layout.cells.non_filler = 8228
areaGrowthSynthToFinish_pct = 17.9
nFillCells = 13700

[power]
totalPowerFinal_mw = 20.7
seq_power_share_pct = 46.8
vdd_ir_drop_max_uv = 249
p_int_mw = 13.5
clockPowerShare_pct = 34.9
combPwrFrac_pct = 18.2
powerDensity_nw_per_um2 = 294
switching_share_pct = 34.7
p_leak_nw = 28.7
p_sw_mw = 7.17

[outcome]
status = complete, but fails checks
failed_checks = antenna violations, negative setup slack

[global_routing]
grt-ovfl-total = 0
grt_pass1_vias = 61800
grt_antenna_before_repair = 73
grt_use_total_pct = 61.1
grt_max_degree = 116
grt_pass1_wl_um = 590000

[run]
drv_cap = 0
warning_count = 41

[synthesis]
top_cell_area_share_pct = 41.7
synth-edff-count = 0
ys_seq_share_pct = 41.7
yosysTopAreaCell = dfrtp_1
synth_cells = 6035
yosys_warnings = 2
synth-seq-cells = 992
ys.flop_type = dfrtp_1
synthArstFlopShare_pct = 100
synth_area_um2 = 59600
syn_avg_cell_area_um2 = 9.87
area_leaders = dfrtp_1 (42%), mux2_2 (19%), nand3_1 (10%), a22oi_1 (5.9%), nand4_1 (3.4%)
synth.distinct_cells = 68
ys_cells = 6035
yosysChipArea_um2 = 59600

[min_path]
worstHoldPathType = flip-flop to flip-flop
## layout make-up
type / count / area [µm²] / share of cell area [%]
timing repair buffer: 665 / 6350 / 9.04
clock buffer: 157 / 3200 / 4.56
inverter: 10 / 41.3 / 0.0588
multi-input combinational: 4325 / 32400 / 46.1
antenna: 95 / 238 / 0.339
tap: 1930 / 2410 / 3.44
clock inverter: 54 / 764 / 1.09
sequential: 992 / 24800 / 35.3
## through the flow
stage	utilization, %	area, µm²	hold slack (ns)
floorplan	-	59600	0.498
global placement	44.7	66000	0.535
detailed placement	44.7	66000	0.541
CTS	47.3	70000	0.556
global route	47.4	70000	0.582
finish	47.5	70200	0.561
## synthesized netlist by cell type, types with 80 or more instances
library cell and instances:
a22oi_1 472, nand3_1 1187, a31oi_1 100, dfrtp_1 992, buf_2 151, nand4_1 323
and3_1 212, a21oi_1 150, and4_1 80, buf_1 120, a22o_1 82, mux2_2 992
clkbuf_1 435
## layer usage
layer  vias to the layer above  share of wire [%]  GRT usage [%]  wire length (µm)
met5                         -               0.26           3.54              1190
met4                        72                 11           46.3             47500
met3                      2826                 18           42.3             81000
met2                      7552                 37           75.2            167000
met1                     33500                 34           73.3            154000
li1                      23700                  -              -                 -
## critical path, cell delays in order
cell and delay, ns:
clkdlybuf4s50_1 0.79, buf_4 0.25, nor2_4 0.11, buf_4 0.18, nand2_2 0.72, nand4_1 0.27, nor4_1 0.59, a31oi_1 0.33
buf_4 0.23, clkdlybuf4s50_1 0.39
## power groups by stage
stage / clock (mW) / sequential, mW / combinational, mW
5_1_grt: 7.43 / 9.68 / 3.82
6_report: 7.22 / 9.67 / 3.77
4_1_cts: 7.23 / 9.48 / 3.58
## path summary, 6_finish.rpt
path,slack (ns),cells after the start,end,startpoint
min in group asynchronous,0.96,2,register[25][31],rst
worst min-delay path,0.56,1,register[6][8],register[6][8]
worst max-delay path,-0.12,10,rdata_C[15],reg_R_addr_C[4]
max in group asynchronous,3.65,4,register[23][21],rst
worst max register to register,5.33,1,register[12][29],register[12][29]
worst min register to register,0.56,1,register[6][8],register[6][8]
## cell families (layout without fill, tap and decap cells)
kind of cell	Yosys count	count (layout)	synth area share [%]
AND/OR/NAND/NOR	2270	2270	21.4
AND-OR/OR-AND	1040	1040	12.9
multiplexers	1015	1015	19.2
flip-flops	992	992	41.7
buffers and inverters	718	886	4.85
other	0	95	0
## cells in the final DEF, fill, tap and decap left out, drive strengths merged, types with 11 or more instances in the layout
master and count:
o21ai 22, mux2i 15, nand2 76, nand2b 13, buf 529, a21oi 150, a222oi 44, clkdlybuf4s50 136
a31oi 100, nor3b 15, and3 212, nand3b 15, or2 12, clkinv 22, a22oi 472, a2111oi 62
and2 56, nor2 71, o31a 12, clkbuf 157, a22o 82, nand4 323, mux2 1000, a221oi 11
nor2b 17, nand4b 12, nor3 52, bufinv 16, dfrtp 992, a221o 16, nor4bb 12, a32oi 16
nand3 1187, and3b 12, nor4 76, diode 95, inv 16, and4 80
Power and IR drop assume default switching activity.
