==> design.v <==
`timescale 1ns / 1ps
module ALU(A, B, ALU_operation, res, zero, overflow);
	input [31:0] A, B;
	input [2:0] ALU_operation;
	output [31:0] res;
	output zero, overflow;
	wire [31:0] res_and, res_or, res_add, res_sub, res_nor, res_slt,
					res_xor, res_srl;
	reg [31:0] res;
	reg [32:0] checkAdd;
	reg [32:0] checkSub;
	parameter one = 32'h00000001, zero_0 = 32'h00000000;
	assign res_and = A & B;
	assign res_or = A | B;
	assign res_add = A + B;
	assign res_sub = A - B;
	assign res_nor = ~ ( A | B);
	assign res_slt = ( A < B ) ? one : zero_0;
	assign res_xor = A ^ B;
	assign res_srl = B >> 1;
always @*
		case (ALU_operation)
			3'b010 :	checkAdd = A + B;		
			3'b110 : checkSub = A - B;
			default : checkAdd = A + B;
		endcase
always @*
		case (ALU_operation)
			3'b000 : res = res_and;
			3'b001 : res = res_or;
			3'b010 :	res = res_add;		
			3'b110 : res = res_sub;
			3'b100 : res = res_nor;
			3'b111 : res = res_slt;
			3'b011 : res = res_xor;
			3'b101 : res = res_srl;
			default: res = res_add;
		endcase
assign overflow = (~checkAdd[31] && A < 0 && B < 0 && (ALU_operation == 3'b010)) || 
						(checkAdd[31] && A > 0 && B > 0 && (ALU_operation == 3'b010)) || 
						(checkAdd[31] && A > 0 && B < 0 && (ALU_operation == 3'b110)) || 
						(~checkAdd[31] && A < 0 && B > 0 && (ALU_operation == 3'b110));
assign zero = ( res == 0 ) ? 1 : 0;
endmodule
==> run.sh <==
#!/bin/bash
# OpenROAD 26Q1-2900-gdf79404cd8, Yosys 0.63+post, stock flow scripts
make -C /OpenROAD-flow-scripts/flow DESIGN_CONFIG=/design/flow/config.mk WORK_HOME=/design/flow/orfs finish
==> config.mk <==
export PLATFORM = sky130hd
export DESIGN_NAME = ALU
export DESIGN_NICKNAME = ALU
export VERILOG_FILES = /design/flow/design.v
export SDC_FILE = /design/flow/constraint.sdc
export NUM_CORES = 4
export LEC_CHECK = 1
export CORE_UTILIZATION = 30
==> constraint.sdc <==
current_design ALU

set clk_period 24.8
set clk_io_pct 0.2

create_clock -name clk0 -period $clk_period

set non_clock_inputs [all_inputs -no_clocks]
set_input_delay [expr $clk_period * $clk_io_pct] -clock clk0 $non_clock_inputs
set_output_delay [expr $clk_period * $clk_io_pct] -clock clk0 [all_outputs]
==> impl_metrics.yaml <==
# generated from flow reports
run_status:
  status: "completed"
flow_run:
  warning_count: 103
  cap_violations: 0
global_route:
  grt_max_degree: 57
  gr-total-overflow: 0
  first_global_vias: 7697
  track_usage_pct: 27.4
  grt_pass1_wl_um: 46300
  grt_antenna_before_repair: 1
final_layout:
  largest_reg_flops: 1
  comb_area_mm2: 0.00595
  fillCellCount: 2301
  flop_area_um2: 15.0
  drive_above_1_share_pct: 3.93
  areaGrowthSynthToFinish_pct: 17.1
worst_hold_path:
  hold_start: "ALU_operation[1]"
  hp-class: "in2out"
setup_path:
  cp.buffers_inverters: 3
  end_kind: "output pin"
  cp.depth: 14
  crit_type: "in2out"
  cp_common_cell: "nor4_1"
  path_cells: "buf_2 > buf_4 > nor2_1 > nand2_1 > o32a_1 > o22ai_1 > o22a_1 > nor4_1 > or4b_1 > or4_1 > nor4_1 > nand4_1 > nor4b_2 > clkdlybuf4s50_1"
  crit_end: "zero"
  crit_fanout: 46
  cp.required_ns: 19.84
  path_delay_family: "simple AND/OR/NAND/NOR gates"
  worst_setup_path_start_kind: "input port"
  critPathMaxStageDelay_ns: 0.57
  crit_slowest_cell: "nand2_1"
  cp.arrival_ns: 9.98
  startpoint: "ALU_operation[0]"
die:
  coreArea_mm2: 0.0214
  die_h_um: 151
  io_pins: 101
  die-area_mm2: 0.0227
  dieWidth_um: 151
  num_rows: 53
  initCoreUtil_pct: 31.0
power_and_ir_drop:
  powerDensity_mw_per_mm2: 24.6
  intPower_uw: 76.8
  pwr-share-clk_pct: 0
  p_sw_uw: 114
  power_leakage_uw: 0.00328
  p_comb_share_pct: 99.9
  vdd_ir_drop_max_mv: 0.00832
  netSwitchingFraction_pct: 59.7
  sequentialPowerShare_pct: 0.1
final_timing:
  unconstrained_endpoints: 1
  unclocked_pins: 1
  slew_headroom_pct: 40.1
  tightest_slew_ns: 0.893
  rsz0062_at_grt: "false"
  setup_tns_ns: 0
  hold_viol: 0
  final_max_slew_viol_count: 0
  worst_slack_ns: 9.86
  layout_min_cycle_time_ns: 14.94
  max_clock_freq_mhz: 67.0
  setup_violations: 0
  period_used_pct: 60.2
detailed_routing:
  viasPerCell: 5.99
  antennaDiodeCount: 0
  ant_nets: 0
  drt_first_pass_iters: 6
  drc: 0
  first_iter_violations: 881
  finalWirelength_um: 30800
  wl_per_cell_um: 22.5
  vias: 8211
clock_tree:
  cts_hold_buf: 0
  cts_resized: 0
  postCtsSetupBuffers: 0
synthesis:
  async_reset_ff_share_pct: 0
  yosys_area_mm2: 0.00662
  top_cells_by_count: "a21oi_1 (111), nor2_1 (111), ha_1 (103)"
  ys_ff: 1
  flop_cell: "dlxtn_1"
  top_area_share_pct: 19.5
  syn_inst: 1052
  netlist_area_mm2: 0.00662
  synth-edff-count: 0
  synth.avg_cell_area_um2: 6.30
  yosysUniqueCellTypes: 78
  yosysWarnings: 1
  top_cells_by_area: "ha_1 (19%), a21oi_1 (8.4%), o21ai_0 (6.3%), nor2_1 (6.3%), inv_1 (5.4%)"
  ys_cells: 1052
  yosys.area.top_type: "ha_1"
placement:
  port_buffers: 101
  place_ws_ns: 9.94
  dp_hpwl_um: 23600
  place_congestion: 1.02
==> how the worst min path moves through the flow <==
stage | to | slack (ns) | depth (start not counted)
CTS | res[9] | 10.84 | 4
global route | res[9] | 10.88 | 4
finish | res[9] | 10.88 | 4
==> worst min-delay path: stages <==
cell and delay (ns):
buf_2 0.11, clkinv_1 0.24, o31ai_1 0.14, clkdlybuf4s50_1 0.46
==> per-stage QoR <==
stage,hold WS (ns),area [µm²],power [µW],std cells,utilization (%)
floorplan,10.08,6620,113,1052,-
global placement,10.85,7750,187,1370,36.3
detailed placement,10.83,7750,185,1370,36.3
CTS,10.84,7750,187,1370,36.3
global route,10.88,7750,206,1370,36.3
finish,10.88,7750,191,1370,36.3
==> per-layer routing <==
layer / global-route usage, % / vias up / part of all wire [%] / wire (µm)
met1: 38.1 / 3768 / 43 / 13300
met5: 0 / - / 0 / 0
met4: 8.85 / 0 / 3.6 / 1100
met3: 6.46 / 75 / 10 / 3180
li1: - / 3925 / - / -
met2: 41.6 / 443 / 43 / 13200
==> area by class of cell <==
class / instances / area share, %
inverter: 97 / 4.70
multi-input combinational: 885 / 76.8
sequential: 1 / 0.194
tap: 275 / 4.44
timing repair buffer: 112 / 13.9
==> power by group through the flow <==
stage         Combinational (µW)  Clock [µW]  Sequential (µW)
CTS                          187           0            0.182
finish                       191           0            0.182
global route                 206           0            0.189
==> logic make-up (layout without fill, tap and decap cells) <==
group | count (synthesis) | count (layout) | synth area share (%)
AOI/OAI and AO/OA | 389 | 389 | 38.2
xor gates and xnor gates | 16 | 16 | 2.12
adders and majority gates | 105 | 105 | 20.1
buffers and inverters | 166 | 209 | 9.90
latches | 1 | 1 | 0.227
muxes | 19 | 19 | 2.87
and+or+nand+nor | 356 | 356 | 26.6
==> cells in the final DEF, fill, tap and decap left out, drive strengths merged, types with 12 or more instances in the layout <==
master / netlist / routed
o31ai: 14 / 14
nor2: 111 / 111
a211oi: 12 / 12
nand2: 78 / 78
nand4: 14 / 14
clkdlybuf4s50: 0 / 98
nor2b: 34 / 34
a21oi: 112 / 112
a21o: 14 / 14
a31oi: 12 / 12
o21ai: 84 / 84
buf: 23 / 14
nand3: 19 / 19
inv: 96 / 96
o211ai: 18 / 18
ha: 103 / 103
nor4: 34 / 34
mux2i: 19 / 19
xnor2: 13 / 13
o22ai: 24 / 24
nor3: 18 / 18
Power is estimated from default activity; no workload was simulated.
