`run.sh`:
```
#!/bin/bash
# OpenROAD 26Q1-2900-gdf79404cd8, Yosys 0.63+post, stock flow scripts
make -C /OpenROAD-flow-scripts/flow DESIGN_CONFIG=/design/flow/config.mk WORK_HOME=/design/flow/orfs finish
```
`config.mk`:
```
export PLATFORM = sky130hd
export DESIGN_NAME = InputT32
export DESIGN_NICKNAME = InputT32
export VERILOG_FILES = /design/flow/design.v
export SDC_FILE = /design/flow/constraint.sdc
export NUM_CORES = 4
export LEC_CHECK = 1
export CORE_UTILIZATION = 30
```
`constraint.sdc`:
```
current_design InputT32

set clk_period 4.1
set clk_io_pct 0.2

create_clock -name clk0 -period $clk_period [get_ports {clk}]

set non_clock_inputs [all_inputs -no_clocks]
set_input_delay [expr $clk_period * $clk_io_pct] -clock clk0 $non_clock_inputs
set_output_delay [expr $clk_period * $clk_io_pct] -clock clk0 [all_outputs]
```
`design.v`:
```
`timescale 1ns / 1ps
module InputT32(input clk,
					 input [3:0] BTN,
					 input [4:0] Dctr,
					 output reg[31:0]Ai = 32'h87654321,
					 output reg[31:0]Bi = 32'h12345678,
					 output reg[2:0] state = 100,
					 output reg[7:0] blink
    );
	reg [3:0]samp;
	reg [1:0] get_01, get_23;
	assign push01 = BTN[0] | BTN[1];
	assign push23 = BTN[2] | BTN[3];
	always@(posedge clk)begin
		get_01 <= {get_01[0], push01};
		get_23 <= {get_23[0], push23};
	end
	always@(posedge clk)begin
		if(Dctr[4:2] <= 2'b01 & get_01 == 2'b01)
			if(BTN[0]) state <= state +1;
			else state <= state - 1;
		else state <= state;
	end
	assign HexUP16 = 0;
	always
		if(Dctr[4:2] < 3'b010)
			case({HexUP16, state[1:0]})
				3'b000: blink <= 8'b00000001;
				3'b001: blink <= 8'b00000010;
				3'b010: blink <= 8'b00000100;
				3'b011: blink <= 8'b00001000;
				3'b100: blink <= 8'b00010001;
				3'b101: blink <= 8'b00100001;
				3'b110: blink <= 8'b01000001;
				3'b111: blink <= 8'b10000001;
			endcase
		else blink<=4'b00000000;
	always@(posedge clk)begin
		if(Dctr[4:2] <= 3'b000 & get_23 == 2'b01)begin
			case({HexUP16, state[1:0]})
				3'b000: if(BTN[2]) Ai[3:0] <= Ai[3:0] + 1;
						  else 		 Ai[3:0] <= Ai[3:0] - 1;
				3'b001: if(BTN[2]) Ai[7:4] <= Ai[7:4] + 1;
						  else 		 Ai[7:4] <= Ai[7:4] - 1;
				3'b010: if(BTN[2]) Ai[11:8] <= Ai[11:8] + 1;
						  else 		 Ai[11:8] <= Ai[11:8] - 1;
				3'b011: if(BTN[2]) Ai[15:12] <= Ai[15:12] + 1;
						  else 		 Ai[15:12] <= Ai[15:12] - 1;
				3'b100: if(BTN[2]) Ai[19:16] <= Ai[19:16] + 1;
						  else 		 Ai[19:16] <= Ai[19:16] - 1;
				3'b101: if(BTN[2]) Ai[23:20] <= Ai[23:20] + 1;
						  else 		 Ai[23:20] <= Ai[23:20] - 1;
				3'b110: if(BTN[2]) Ai[27:24] <= Ai[27:24] + 1;
						  else 		 Ai[27:24] <= Ai[27:24] - 1;
				3'b111: if(BTN[2]) Ai[31:28] <= Ai[31:28] + 1;
						  else 		 Ai[31:28] <= Ai[31:28] - 1;
			endcase
		end
		else if(Dctr[4:2] == 4'b001 & get_23 == 2'b01)begin
			case({HexUP16, state[1:0]})
				3'b000: if(BTN[2]) Bi[3:0] <= Bi[3:0] + 1;
						  else 		 Bi[3:0] <= Bi[3:0] - 1;
				3'b001: if(BTN[2]) Bi[7:4] <= Bi[7:4] + 1;
						  else 		 Bi[7:4] <= Bi[7:4] - 1;
				3'b010: if(BTN[2]) Bi[11:8] <= Bi[11:8] + 1;
						  else 		 Bi[11:8] <= Bi[11:8] - 1;
				3'b011: if(BTN[2]) Bi[15:12] <= Bi[15:12] + 1;
						  else 		 Bi[15:12] <= Bi[15:12] - 1;
				3'b100: if(BTN[2]) Bi[19:16] <= Bi[19:16] + 1;
						  else 		 Bi[19:16] <= Bi[19:16] - 1;
				3'b101: if(BTN[2]) Bi[23:20] <= Bi[23:20] + 1;
						  else 		 Bi[23:20] <= Bi[23:20] - 1;
				3'b110: if(BTN[2]) Bi[27:24] <= Bi[27:24] + 1;
						  else 		 Bi[27:24] <= Bi[27:24] - 1;
				3'b111: if(BTN[2]) Bi[31:28] <= Bi[31:28] + 1;
						  else 		 Bi[31:28] <= Bi[31:28] - 1;
			endcase
		end
	end
endmodule
```
==> flow_metrics.rpt <==
IMPLEMENTATION SUMMARY REPORT
----------------------------------------------------
[Yosys]
  Post-Synth AOI/OAI Area ........................ 4.317%
  Synth unique cells ........................ 24
  Synth warnings ........................ 4
  Top cells by area ........................ edfxtp_1 (45%), buf_4 (12%), ha_1 (8.6%)
  Area reported by Yosys stat ........................ 2318 µm²
  Largest area contributor in the netlist ........................ edfxtp_1
  Share of synthesized area spent on multiplexers ........................ 0%
  Post-synthesis xor/xnor area fraction ........................ 9.822%
  AND/OR/NAND/NOR Cells, Area Fraction ........................ under 10%
  Adder and majority gate portion of the synthesized area ........................ 16.41%
  Post-synth top area share ........................ 45.33%
  Number of enable flip-flop cells ........................ 35
  Post-synth seq share ........................ about half
  Dominant flop cell ........................ edfxtp_1
  Cell count in the Yosys report ........................ 178
  Mean cell area of the mapped netlist ........................ roughly 13 µm²
  Biggest combinational cell group after synthesis ........................ adder cells
  Proportion of register bits with asynchronous set or reset after synthesis ........................ 0%
  Cell Area, Synth ........................ between 2000 and 2500 µm²
  Instance count of the mapped netlist ........................ 178
  Synth flops ........................ 39

[Drt]
  Total wire length ........................ 3689 µm
  Vias ........................ 1,284
  Diode insertion count for antenna repair ........................ 0
  # DRC ........................ 0
  Average via count per standard cell ........................ roughly 3.9
  Drt pass-1 iters ........................ 4
  Residual antenna-violating net count after detailed routing ........................ 0
  Post-DR wirelength/cell ........................ 11.21 µm
  Number of DRC markers after the initial detailed-route iteration ........................ 23

[Final timing]
  Rel. slew slack ........................ approximately half
  Post-layout period usage of the worst path ........................ 75.20%
  Setup clock skew after layout ........................ 0.007588 ns
  RSZ-0062 raised after global routing ........................ false
  Number of setup violations in the final report ........................ 0
  F_max ........................ 324.3 MHz
  Number of failing hold endpoints at the final stage ........................ 0
  Post-layout minimum cycle time ........................ 3.083 ns
  Final max-slew violation count ........................ 0
  Transition time at the pin with the least slew margin ........................ 0.7284 ns
  Tightest hold margin ........................ 0.3510 ns
  Setup TNS ........................ 0 ns

[Clock network]
  Clk buf depth ........................ 2
  Number of levels in the clock H-tree ........................ 2
  Post-cts sizing count ........................ 0
  TritonCTS Buffers ........................ 5
  TritonCTS clock tree ........................ yes
  Quantity of hold-fixing buffers added after cts ........................ 0
  Clock insertion delay at the later pin of the skew report ........................ 0.29 ns
  # Post-CTS Setup Buffers ........................ 0
  Root buf cell ........................ clkbuf_8
  Clock edge transition at the registers on the reported setup and hold paths ........................ approximately 0.070 ns
  Clock tree sinks ........................ 39

[Final layout]
  Area of all sequential standard cells ........................ around 1100 µm²
  Fraction of layout cells with a size suffix above 1 ........................ 5.217%
  Most frequent logic cells in the routed design ........................ clkdlybuf4s50_1 (46), conb_1 (36), edfxtp_1 (35)
  Number of fill cells ........................ 701
  Top cell excl fill/tap ........................ clkdlybuf4s50_1
  Area added between synthesis and finish ........................ 22.34%
  Area of the multi-input gates ........................ 984.7 µm²
  Count of placed standard cells in the final layout, fillers left out ........................ 329

[Global route]
  Initial antenna violation count ........................ 0
  Final global-route overflow total ........................ 0
  Pin count of the biggest net entering global routing ........................ 17
  Via count of the first global-routing pass ........................ between 1,000 and 1,500
  First-pass GRT wire length ........................ 6258 µm
  Gr usage total ........................ about a tenth

[Worst setup path]
  Setup slack of the most critical reg-to-reg path ........................ 2.46 ns
  Delay of the slowest critical-path stage ........................ 0.49 ns
  Reg2reg end ........................ Ai[0]
  Startpoint type of the worst setup path ........................ input port
  Critical Path End Type ........................ output pin
  Data arrival time of the critical path ........................ 2.26 ns
  Category of the most critical setup path ........................ in -> out
  Cell type with the highest occurrence count on the critical path ........................ clkdlybuf4s50_1
  Depth of the worst register-to-register path ........................ 3
  Worst-path cell with the longest stage delay ........................ clkdlybuf4s50_1
  Reg-to-reg startpoint ........................ get_23[0]
  Required @ worst endpoint ........................ ~3.3 ns
  Worst path bufs/invs ........................ 2
  Top Family by Delay on Critical Path ........................ buffers and inverters
  Worst path cell trace ........................ clkdlybuf4s50_1 > nor2_2 > nand2_1 > nor2_1 > clkdlybuf4s50_1
  Critical path peak fanout ........................ 5

[Job]
  Count of maximum capacitance violations ........................ 0
  Count of tool warnings ........................ 27

[Die]
  Init Core Util ........................ 31.46%
  Die footprint ........................ 8084 µm²
  Ports placed on the boundary ........................ roughly 85
  Height of the die ........................ around 90 µm
  Die Wd ........................ 89.91 µm
  Core area ........................ 7370 µm²
  Num rows ........................ 31

[Worst hold path]
  Critical hold path startpoint ........................ get_23[0]
  Sink of the worst hold path ........................ get_23[1]
  Hold path depth ........................ 0
  Hold/Removal Path Class ........................ reg -> reg

[Pwr]
  Total power per unit cell area ........................ 263.5 nW/µm²
  Maximum vdd ir drop ........................ 0.1467 mV
  Static power due to leakage ........................ 1.148 nW
  Total power after layout ........................ 0.7474 mW

[Placed design]
  Detailed-placement wirelength estimate ........................ 2830 µm
  GP Congestion ........................ about 0.74
  Placed insts ........................ 321
  I/O Buffers ........................ roughly 46

[Status]
  Outcome ........................ finished, final reports clean

----------------------------------------------------
-- Yosys cell counts, types with 2 or more instances --
library cell / n
a21oi_1: 8
xor2_1: 8
edfxtp_1: 35
buf_4: 37
nor3_1: 3
and3_1: 6
dfxtp_1: 4
ha_1: 16
nor2b_1: 2
inv_1: 10
or2_2: 2
fa_1: 9
xnor2_1: 18
conb_1: 2
a21o_1: 8
nand2_1: 2
-- sequential cells by signal (all words and copies together) (netlist names) --
| name | flops |
|---|---|
| Bi | 16 |
| get_23 | 2 |
| get_01 | 2 |
| state | 3 |
| Ai | 16 |
-- how the worst max path moves through the flow --
stage            from  endpoint  slack, ns  depth (start not counted)
CTS           Dctr[4]  blink[1]       0.98                          5
global route  Dctr[4]  blink[1]       0.91                          5
finish        Dctr[4]  blink[1]       1.02                          5
-- cell families after synthesis --
group	count (synthesis)
xor+xnor	26
compound gates	16
fa+ha+maj	25
other cells	2
buf+inv	49
flops	39
simple gates	21
-- metal layers --
layer	GRT usage [%]	wire (µm)	vias up
met5	0	0	-
met4	1.478	57	0
met3	2.320	224	7
met2	14.87	1700	51
met1	16.30	1706	584
li1	-	-	642
-- where the power goes --
part	switching, mW	internal [mW]
Clock	0.128	0.116
Sequential	0.00228	0.437
Combinational	0.0307	0.0334
Total	0.161	0.586
-- cell type report --
class,count,area share [%]
Timing Repair Buffer,48,16.76
Inverter,11,1.456
Clock buffer,6,2.558
Multi-Input combinational cell,124,34.72
Tap cell,99,4.367
Sequential cell,39,39.88
Clock inverter,2,0.2647
-- through the flow --
step / util [%] / instance area, µm² / worst slack (ns)
after floorplan: - / 2446 / 1.472
after global placement: 37.40 / 2756 / 0.9807
after detailed placement: 37.40 / 2756 / 0.9777
after CTS: 38.49 / 2836 / 0.9778
after global routing: 38.49 / 2836 / 0.9081
final: 38.49 / 2836 / 1.017
No activity file was given, so power comes from the tool's default toggle rates.
